==> flow/config.mk <==
export PLATFORM = sky130hd
export DESIGN_NAME = ATCONV
export DESIGN_NICKNAME = ATCONV
export VERILOG_FILES = /design/flow/design.v
export SDC_FILE = /design/flow/constraint.sdc
export NUM_CORES = 4
export LEC_CHECK = 1
export CORE_UTILIZATION = 40
==> flow/constraint.sdc <==
current_design ATCONV

set clk_period 6.9
set clk_io_pct 0.2

create_clock -name clk0 -period $clk_period [get_ports {clk}]

set non_clock_inputs [all_inputs -no_clocks]
set_input_delay [expr $clk_period * $clk_io_pct] -clock clk0 $non_clock_inputs
set_output_delay [expr $clk_period * $clk_io_pct] -clock clk0 [all_outputs]
==> flow/design.v <==
`timescale 1ns/10ps
module  ATCONV(
	input		clk,
	input		reset,
	output	reg	busy,	
	input		ready,	
	output reg	[11:0]	iaddr,
	input signed [12:0]	idata,
	output	reg 	cwr,
	output  reg	[11:0]	caddr_wr,
	output reg 	[12:0] 	cdata_wr,
	output	reg 	crd,
	output reg	[11:0] 	caddr_rd,
	input 	[12:0] 	cdata_rd,
	output reg 	csel
	);
integer idxZero=3'b000;
parameter A=4'd0,B=4'd1,C=4'd2,D=4'd3,E=4'd4,F=4'd5,G=4'd6,H=4'd7,I=4'd8,J=4'd9;
reg [3:0] state,next_state;
reg [11:0] i,j;
reg [12:0] select[8:0];
reg [3:0] ptrSelect;
reg [11:0] nextAddr[8:0];
reg [4:0] ptrNextAddr;
reg [12:0] tmpResult;
reg [12:0] ptrLayer0;
always@(posedge clk,posedge reset)
	if(reset) state <= J;
	else state <= next_state;
always@(*)
	case(state)
		J:next_state = A;
		A:next_state = B;
		B:begin
			if(ptrSelect == 4'd8)next_state = C;
			else next_state = B;
		end
		C:next_state = D;
		D:begin
			if(ptrLayer0 == 13'd4095) next_state = E;
			else next_state = A;
		end
		E:next_state = F;
		F:begin
			if(ptrSelect == 4'd3)next_state = G;
			else next_state = F;
		end
		G:next_state = H;
		H:begin
			if(ptrLayer0 == 13'd1023) next_state = I;
			else next_state = E;
		end
		default:next_state = J;
	endcase
always @(posedge clk,posedge reset)
	if(reset)begin
		busy <= 1'b0;
		iaddr <= 12'd0;
		cwr <= 1'b0;
		caddr_wr <= 12'd0;
		cdata_wr <= 13'd0;
		crd <= 1'b0;
		caddr_rd <= 12'd0;
		csel <= 1'b0;
		i <= 12'd0;
		j <= 12'd0;
		ptrSelect <= 4'd0;
		for(idxZero=0;idxZero<9;idxZero=idxZero+1)select[idxZero] <= 13'd0;
		ptrNextAddr <= 5'd0;
		for(idxZero=0;idxZero<9;idxZero=idxZero+1)nextAddr[idxZero] <= 12'd0;
		tmpResult <= 13'd0;
		ptrLayer0 <= 13'd0;
	end
	else
		case (state)
			J:begin
				cwr <= 1'b0;
			end
            A:begin
				busy <= 1'b1;
				iaddr <= nextAddr[ptrNextAddr];
				ptrNextAddr <= ptrNextAddr + 1'b1;
				nextAddr[0] <= nextAddr[0]+1'b1;
				if(i<12'd2 & j<12'd2)begin
					nextAddr[1] <= 12'd0;
					nextAddr[2] <= j;
					nextAddr[3] <= j+12'd2;
					nextAddr[4] <= i*12'd64;
					nextAddr[5] <= nextAddr[0]+12'd2;
					nextAddr[6] <= 12'd64*i+12'd128;
					nextAddr[7] <= nextAddr[0]+12'd128;
					nextAddr[8] <= nextAddr[0]+12'd130;
				end
				else if(i<12'd2 & j>12'd61)begin
					nextAddr[1] <= j-12'd2;
					nextAddr[2] <= j;
					nextAddr[3] <= 12'd63;
					nextAddr[4] <= nextAddr[0]-12'd2;
					nextAddr[5] <= i*12'd64+12'd63;
					nextAddr[6] <= nextAddr[0]+12'd126;
					nextAddr[7] <= nextAddr[0]+12'd128;
					nextAddr[8] <= 12'd64*i+12'd191;
				end
				else if(i>12'd61 & j<12'd2)begin
					nextAddr[1] <= 12'd64*i-12'd128;
					nextAddr[2] <= nextAddr[0]-12'd128;
					nextAddr[3] <= nextAddr[0]-12'd126;
					nextAddr[4] <= 12'd64*i;
					nextAddr[5] <= nextAddr[0]+12'd2;
					nextAddr[6] <= 12'd4032;
					nextAddr[7] <= 12'd4032+j;
					nextAddr[8] <= 12'd4034+j;
				end
				else if(i>12'd61 & j>12'd61)begin
					nextAddr[1] <= nextAddr[0]-12'd130;
					nextAddr[2] <= nextAddr[0]-12'd128;
					nextAddr[3] <= 12'd64*i-12'd65;
					nextAddr[4] <= nextAddr[0]-12'd2;
					nextAddr[5] <= 12'd64*i+12'd63;
					nextAddr[6] <= 12'd4030+j;
					nextAddr[7] <= 12'd4032+j;
					nextAddr[8] <= 12'd4095;
				end
				else if(i<12'd2)begin
					nextAddr[1] <= j-12'd2;
					nextAddr[2] <= j;
					nextAddr[3] <= j+12'd2;
					nextAddr[4] <= nextAddr[0]-12'd2;
					nextAddr[5] <= nextAddr[0]+12'd2;
					nextAddr[6] <= nextAddr[0]+12'd126;
					nextAddr[7] <= nextAddr[0]+12'd128;
					nextAddr[8] <= nextAddr[0]+12'd130;
				end
				else if(i>12'd61)begin
					nextAddr[1] <= nextAddr[0]-12'd130;
					nextAddr[2] <= nextAddr[0]-12'd128;
					nextAddr[3] <= nextAddr[0]-12'd126;
					nextAddr[4] <= nextAddr[0]-12'd2;
					nextAddr[5] <= nextAddr[0]+12'd2;
					nextAddr[6] <= 12'd4030+j;
					nextAddr[7] <= 12'd4032+j;
					nextAddr[8] <= 12'd4034+j;
				end
				else if(j>12'd61)begin
					nextAddr[1] <= nextAddr[0]-12'd130;
					nextAddr[2] <= nextAddr[0]-12'd128;
					nextAddr[3] <= 12'd64*i-12'd65;
					nextAddr[4] <= nextAddr[0]-12'd2;
					nextAddr[5] <= 12'd64*i+12'd63;
					nextAddr[6] <= nextAddr[0]+12'd126;
					nextAddr[7] <= nextAddr[0]+12'd128;
					nextAddr[8] <= 12'd64*i+12'd191;
				end
				else if(j<12'd2)begin
					nextAddr[1] <= 12'd64*i-12'd128;
					nextAddr[2] <= nextAddr[0]-12'd128;
					nextAddr[3] <= nextAddr[0]-12'd126;
					nextAddr[4] <= 12'd64*i;
					nextAddr[5] <= nextAddr[0]+12'd2;
					nextAddr[6] <= 12'd64*i+12'd128;
					nextAddr[7] <= nextAddr[0]+12'd128;
					nextAddr[8] <= nextAddr[0]+12'd130;
				end
				else begin
					nextAddr[1] <= nextAddr[0]-12'd130;
					nextAddr[2] <= nextAddr[0]-12'd128;
					nextAddr[3] <= nextAddr[0]-12'd126;
					nextAddr[4] <= nextAddr[0]-12'd2;
					nextAddr[5] <= nextAddr[0]+12'd2;
					nextAddr[6] <= nextAddr[0]+12'd126;
					nextAddr[7] <= nextAddr[0]+12'd128;
					nextAddr[8] <= nextAddr[0]+12'd130;
				end
				if(j==12'd63)begin
					if(i==12'd63)begin
						i <= 12'd0;
						j <= 12'd0;
					end
					else begin
						i <= i + 1'b1;
						j <= 12'd0;
					end 
				end
				else j <= j + 1'b1;
			end
			B:begin
				iaddr <= nextAddr[ptrNextAddr];
				select[ptrSelect] <= idata;
				ptrSelect <= ptrSelect + 1'b1;
				if(ptrNextAddr == 4'd8)ptrNextAddr <= 13'd0;
				else ptrNextAddr <= ptrNextAddr + 1'b1;
			end
			C:begin
				tmpResult <= (select[0]
								-{4'b0000,select[1][12:8],4'b0000}
								-{3'b000 ,select[2][12:7],4'b0000}
								-{4'b0000,select[3][12:8],4'b0000}
								-{2'b00  ,select[4][12:6],4'b0000}
								-{2'b00  ,select[5][12:6],4'b0000}
								-{4'b0000,select[6][12:8],4'b0000}
								-{3'b000 ,select[7][12:7],4'b0000}
								-{4'b0000,select[8][12:8],4'b0000})
								-
								({9'd0,select[1][7:4]}
								+{9'd0,select[2][6:4],1'd0}
								+{9'd0,select[3][7:4]}
								+{9'd0,select[4][5:4],2'd0}
								+{9'd0,select[5][5:4],2'd0}
								+{9'd0,select[6][7:4]}
								+{9'd0,select[7][6:4],1'd0}
								+{9'd0,select[8][7:4]})
								-13'd12;
			end
			D:begin
				cwr <= 1'b1;
				caddr_wr <= ptrLayer0;
				ptrLayer0 <= ptrLayer0 + 1'b1;
				ptrNextAddr <= 13'd0;
				ptrSelect <= 13'd0;
				if(tmpResult[12] == 1'd1) cdata_wr <= 13'd0;
				else cdata_wr <= tmpResult;
				if(next_state == E)begin
					i <= 13'd0;
					j <= 13'd1;
					ptrLayer0 <= 13'd0;
				end
				else begin
					i <= i;
					j <= j;
				end
			end
			E:begin
				csel <= 1'b0;
				cwr <= 1'b0;
				crd <= 1'b1;
				caddr_rd <= nextAddr[ptrNextAddr];
				ptrNextAddr <= ptrNextAddr + 1'd1;
				nextAddr[0] <= i*13'd128+j*13'd2;
				nextAddr[1] <= nextAddr[0] + 1'd1;
				nextAddr[2] <= nextAddr[0] + 13'd64;
				nextAddr[3] <= nextAddr[0] + 13'd65;
				if(j==12'd31)begin
					if(i==12'd31)begin
						i <= 12'd0;
						j <= 12'd0;
					end
					else begin
						i <= i + 1'b1;
						j <= 12'd0;
					end 
				end
				else j <= j + 1'd1;
			end
			F:begin
				caddr_rd <= nextAddr[ptrNextAddr];
				select[ptrSelect] <= cdata_rd;
				ptrSelect <= ptrSelect + 1'b1;
				if(ptrNextAddr == 4'd3)ptrNextAddr <= 13'd0;
				else ptrNextAddr <= ptrNextAddr + 1'b1;
			end
			G:begin
				csel <= 1'b1;
				crd <= 1'b0;
				if(select[0] >= select[1])select[0] <= select[0];
				else select[0] <= select[1];
				if(select[2] >= select[3])select[2] <= select[2];
				else select[2] <= select[3];
			end
			H:begin
				cwr <= 1'b1;
				caddr_wr <= ptrLayer0;
				ptrLayer0 <= ptrLayer0 + 1'b1;
				ptrNextAddr <= 13'd0;
				ptrSelect <= 13'd0;
				if(select[0] >= select[2])begin
					if(select[0][3:0] == 4'b0)cdata_wr <= select[0];
					else cdata_wr <= {select[0][12:4] + 1'b1 , 4'b0};
				end
				else begin
					if(select[2][3:0] == 4'b0)cdata_wr <= select[2];
					else cdata_wr <= {select[2][12:4] + 1'b1 , 4'b0};
				end
			end
            default:begin
				busy <= 1'b0;
			end
        endcase
endmodule
==> flow/run.sh <==
#!/bin/bash
# OpenROAD 26Q1-2900-gdf79404cd8, Yosys 0.63+post, stock flow scripts
make -C /OpenROAD-flow-scripts/flow DESIGN_CONFIG=/design/flow/config.mk WORK_HOME=/design/flow/orfs finish
==> impl_metrics.py <==
# Metrics from the implementation run
metrics = {
    "power_and_ir_drop": {
        "p_total_w": 0.00419,
        "p_leak_nw": 11.6,
        "p_per_area_nw_per_um2": 169,
        "ir_drop_v": 0.000175,
    },
    "route": {
        "drtAntennaViolNets": 0,
        "dr.pass1.iters": 7,
        "routed-via-count": 18486,
        "wirelength_mm": 69.5,
        "wl_met3_mm": 4.95,
        "met1_length_mm": 27.6,
        "viasPerCell": 5.79,
        "top_layer": "met4",
        "drtIter0Drc": 1495,
        "antennaDiodeCount": 0,
        "drc": 0,
        "dr_wl_met2_mm": 33.9,
        "wl_per_cell_um": 21.8,
    },
    "placement": {
        "dpl.hpwl_mm": 48.5,
        "io_buffers": 80,
        "place_congestion": 0.979,
        "placed_cells": 3118,
    },
    "yosys": {
        "synth_cell_types": 78,
        "synth_flops": 327,
        "ys_warn_count": 3,
        "common_cells": "dfrtp_1, inv_1, nand2_1",
        "largest_area_cell": "dfrtp_1",
        "async_flop_share": 1.00,
        "yosys_cells": 2455,
        "topCellsByArea": "dfrtp_1, ha_1, fa_1",
        "edf_count": 0,
        "ys_seq_frac": 0.373,
        "synthFlopType": "dfrtp_1",
        "ys_area_um2": 22000,
        "syn-cell-area_um2": 22000,
        "syn_avg_cell_area_um2": 8.94,
        "top_cell": "dfrtp_1",
        "postSynthCellCount": 2455,
        "top_cell_area_share": 0.372,
    },
    "timing": {
        "fmaxAchievable_mhz": 176,
        "fin_hold_ws_ns": 0.375,
        "worst_pin_slew_ns": 0.980,
        "drv_slew": 0,
        "fin_setup_tns_ns": 0,
        "min_period_ns": 5.70,
        "slew_headroom": 0.328,
        "rsz0062_at_grt": "no",
        "finalSetupViolCount": 0,
        "finalHoldViolations": 0,
        "finalCritPeriodShare": 0.826,
        "skew_ns": 0.0111,
    },
    "global_routing": {
        "overflow": 0,
        "antenna_found_initial": 0,
        "grt_max_degree": 112,
        "grt_usage": 0.262,
        "grt_pass1_wl_mm": 109,
        "grt_pass1_vias": 18422,
    },
    "setup_path": {
        "required_ns": 7.34,
        "rrSetupSlack_ns": 1.20,
        "crit_type": "flop to flop",
        "worst-path-max-fanout": 5,
        "crit_path_start_kind": "flop",
        "arrival_ns": 6.14,
        "end_kind": "flop",
    },
    "clocking": {
        "cts_tree": "built",
        "cts_resized": 0,
        "cts_setup_buffers": 0,
        "clk_pin_slew_ns": 0.06,
        "numCtsBuffers": 41,
        "clockBufferDepth": 3,
        "clock-sinks": 327,
        "htree_num_levels": 2,
        "hold_buffers": 0,
        "cts_root_buffer": "clkbuf_16",
        "clkLatencyLatePin_ns": 0.56,
    },
    "min_path": {
        "hold_path_class": "flop to flop",
    },
    "die": {
        "fp.coreArea_um2": 54000,
        "num_io_pins": 82,
        "die-width_um": 236,
        "rows": 85,
        "die_h_um": 236,
        "die-area_um2": 55800,
        "initCoreUtil": 0.406,
    },
    "job": {
        "maxCapViolCount": 0,
        "warnings": 56,
    },
    "run_status": {
        "outcome": "finished, final reports clean",
    },
    "layout": {
        "layout-drive-gt1-share": 0.0701,
        "fin_cells": 3191,
        "synthToLayoutAreaGrowth_pct": 12.9,
        "nFillCells": 5016,
    },
}
logic make-up (layout without fill, tap and decap cells):
kind of cell    count (synthesis)  count (layout)  synth area share
flops                         327             327             0.373
buf+inv                       415             455            0.0718
compound gates                679             679             0.205
mux                            57              57            0.0278
xor+xnor                      124             124            0.0495
simple gates                  650             650             0.136
fa+ha+maj                     203             203             0.137
critical path: stages (launching register included):
cell and delay (ns):
dfrtp_1 0.36, inv_1 0.09, fa_1 0.54, inv_1 0.05, fa_1 0.52, inv_1 0.05, fa_1 0.49, inv_1 0.05
fa_1 0.47, inv_1 0.05, fa_1 0.54, inv_1 0.06, fa_1 0.58, inv_1 0.05, ha_1 0.35, and2_1 0.18
a22o_1 0.23, o31a_1 0.30, o41ai_1 0.36, nand4b_1 0.13, o311ai_0 0.12
per-layer routing:
layer,up-vias,global-route usage
met5,-,0
met4,0,0.0897
met3,156,0.0562
met2,708,0.430
met1,8995,0.351
li1,8627,-
layout make-up:
type	instances	area, um2	area share
Clock buffer	57	1170	0.0471
Clock inverter	16	191	0.00773
Inverter	248	935	0.0377
Multi-Input combinational cell	1713	12200	0.492
Sequential cell	327	8190	0.330
Tap cell	696	871	0.0351
Timing Repair Buffer	134	1230	0.0497
through the flow:
| step | setup WS [ns] | area (um2) | utilization |
|---|---|---|---|
| after floorplan | 1.16 | 22000 | - |
| after global placement | 1.24 | 23400 | 0.434 |
| after detailed placement | 1.20 | 23400 | 0.434 |
| after CTS | 1.19 | 24800 | 0.459 |
| after global routing | 0.938 | 24800 | 0.459 |
| final | 1.20 | 24800 | 0.459 |
path summary, 6_finish.rpt:
| check | end | startpoint | depth (start not counted) |
|---|---|---|---|
| setup reg to reg | tmpResult[11] | select[3][9] | 20 |
| setup / recovery | tmpResult[11] | select[3][9] | 20 |
| min in group asynchronous | cdata_wr[2] | reset | 2 |
| hold / removal | state[0] | state[2] | 0 |
| max in group asynchronous | nextAddr[8][3] | reset | 4 |
| hold reg to reg | state[0] | state[2] | 0 |
registers in the layout, indices dropped and copies added, names as in the netlist:
signal,count
ptrLayer0,13
ptrSelect,4
i,12
crd,1
tmpResult,13
cwr,1
busy,1
select,97
csel,1
iaddr,12
caddr_wr,12
caddr_rd,12
ptrNextAddr,5
j,12
nextAddr,108
state,10
cdata_wr,13
power by group:
part	leakage, nW	switching [W]	total, W	internal (W)
registers	4.12	0	0.00192	0.00192
clock network	0.677	0.000871	0.00220	0.00133
logic	6.78	0.0000572	0.0000768	0.0000196
total	11.6	0.000928	0.00419	0.00327
cells in the final DEF, fill, tap and decap left out, types with 63 or more instances in the layout:
master,count
xnor2_1,94
ha_1,140
clkdlybuf4s50_1,80
nor2_1,182
inv_1,237
nand2_1,229
a21oi_1,142
fa_1,63
dfrtp_1,324
o21ai_0,155
No activity file was given, so power comes from the tool's default toggle rates.
